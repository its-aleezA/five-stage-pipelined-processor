==> design/flow/run.sh <==
#!/bin/bash
# OpenROAD 26Q1-2900-gdf79404cd8, Yosys 0.63+post, stock flow scripts
make -C /OpenROAD-flow-scripts/flow DESIGN_CONFIG=/design/flow/config.mk WORK_HOME=/design/flow/orfs finish
==> design/flow/config.mk <==
export PLATFORM = sky130hd
export DESIGN_NAME = branchAdder
export DESIGN_NICKNAME = branchAdder
export VERILOG_FILES = /design/flow/design.v
export SDC_FILE = /design/flow/constraint.sdc
export NUM_CORES = 4
export LEC_CHECK = 1
export CORE_AREA = 10 10 70 70
export DIE_AREA = 0 0 80 80
==> design/flow/constraint.sdc <==
current_design branchAdder

set clk_period 7.1
set clk_io_pct 0.2

create_clock -name clk0 -period $clk_period

set non_clock_inputs [all_inputs -no_clocks]
set_input_delay [expr $clk_period * $clk_io_pct] -clock clk0 $non_clock_inputs
set_output_delay [expr $clk_period * $clk_io_pct] -clock clk0 [all_outputs]
==> design/flow/design.v <==
module branchAdder(
		input [31:0] pc,
		input [31:0] signEx,
		output reg [31:0] branchAdderOut
    );
	 reg [31:0] branch;
	 reg [4:0] brancH;
	 always @(*)
	 begin
	 branch<=signEx <<2;
	 brancH<=branch[4:0];
	 branchAdderOut=pc + brancH;
	 end
endmodule
==> results.txt <==
impl run done, here's what came out: startpoint-to-endpoint class of the critical path input port to primary output, number of core rows 21, delay of the slowest cell on the worst path 0.53 ns, outcome complete, no violations, routed vias 861, FA/HA/MAJ Cells, Area Fraction 0.08679, height of the chip 80 µm, Tot Pwr 0.00006550 W, min Tclk post-route 5.721 ns, chain of cells forming the critical path clkdlybuf4s50_1, ha_1, inv_1, fa_1, nand2b_1, a21oi_1, buf_4, nor3b_1, xnor2_1, clkdlybuf4s50_1, cell with the biggest individual delay on the critical path sky130_fd_sc_hd__a21oi_1, Worst Path Max Fanout 7, transition at the pin with the smallest max-transition slack 0.6353 ns, maximum operating frequency 174.8 MHz, number of setup violations in the final report 0, area fraction in mux cells 0, hold path depth 0, # Cells Yosys 90, antenna fix cells 0, placement-stage cell area 1331 µm², maximum vdd ir drop 0.01319 mV, share of the core filled by cells before placement 0.1941, HPWL after detailed placement 2215 µm, vias in the first global route 820, drt first-iter violations 21, wire length per cell 12.74 µm, number of max-slew violations in the final report 0, proportion of netlist area held by the largest area contributor 0.3038, Yosys top cell by area sky130_fd_sc_hd__xnor2_1, fill cell total of the finished layout 343, Mapped Area 663.1 µm², stage-log warning count 61, final count of hold timing violations 0, most numerous cell in the Yosys netlist sky130_fd_sc_hd__xnor2_1, antenna violation net count after detailed routing 0, data arrival time at the worst-slack endpoint 4.30 ns, max-capacitance violation count 0, area enclosed by the die boundary 6400 µm², Post-CTS Setup Bufs 0, total global routing track utilization 0.07130, ao+oa area frac 0.03962, global-route wire length before repair 3850 µm, chip area line of the yosys report 663.1 µm², CP endpoint kind primary output, setup TNS 0 ns, pwr dens 49.20 nW/µm², total wirelength of the detailed-routed design 2498 µm, share of the clock period used by the worst path after layout 0.8058, required time of the critical path 5.68 ns, sequential share of the synthesized area 0, tightest slew margin relative to the limit 0.5765, Synth cell types 25, post-DR vias/cell 4.393, startpoint type of the worst setup path input port, number of detailed-routing iterations run before antenna repair 4, XOR Share, Synth 0.3698, final estimated routing congestion in global placement 0.7930, biggest area contributors in the synthesized netlist sky130_fd_sc_hd__xnor2_1, sky130_fd_sc_hd__nand3_1, sky130_fd_sc_hd__xor2_1, final design area excluding fillers 1331 µm², layout cell share with drive strength beyond 1 0.03333, worst hold path class input port to primary output, initial antenna violation count 0, footprint of the multi-input gates 609.3 µm², Die W 80 µm, Synth Area per Inst 7.368 µm², area added between synthesis and finish 100.8%, pin count of the biggest net entering global routing 11, count of input and output buffers 63, count of clock-net buffers in the final layout 0, drt drc 0, synthesis warning total 1, RSZ-0062 raised after global routing false, simple-gate area share of the yosys netlist 0.4226, global route total overflow 0, post-CTS sizing 0, flop count 0, top cells by count, synth sky130_fd_sc_hd__xnor2_1, sky130_fd_sc_hd__nand3_1, sky130_fd_sc_hd__inv_1, sky130_fd_sc_hd__nand2_1, sky130_fd_sc_hd__nand4_1, Floorplan Core Area 3416 µm², count of hold-fix buffers inserted at cts 0, register area 0 µm², post-layout util 0.3897, cell repeated most along the worst path sky130_fd_sc_hd__clkdlybuf4s50_1, Top-Level Pins 96, post-synthesis cell count 90, prevailing logic family in the synthesized netlist simple AND/OR/NAND/NOR gates, Leakage Power 0.4900 nW
cells by family (layout without fill, tap and decap cells):
logic type | count (synthesis) | count (layout)
AND-OR/OR-AND | 4 | 4
AND/OR/NAND/NOR | 43 | 43
XOR/XNOR | 28 | 28
buffers and inverters | 11 | 71
adder cells (fa/ha/maj) | 4 | 4
cells in the final DEF, fill, tap and decap left out, types with 2 or more instances in the layout:
| cell | n |
|---|---|
| sky130_fd_sc_hd__inv_1 | 7 |
| sky130_fd_sc_hd__clkdlybuf4s50_1 | 63 |
| sky130_fd_sc_hd__nand4_1 | 6 |
| sky130_fd_sc_hd__a21oi_1 | 2 |
| sky130_fd_sc_hd__xor2_1 | 5 |
| sky130_fd_sc_hd__nand2_1 | 6 |
| sky130_fd_sc_hd__xnor2_1 | 23 |
| sky130_fd_sc_hd__nand3_1 | 13 |
| sky130_fd_sc_hd__ha_1 | 3 |
| sky130_fd_sc_hd__and3_1 | 5 |
| sky130_fd_sc_hd__and4_1 | 3 |
power breakdown:
group / switching [W] / leakage (nW) / internal [W]
combinational: 0.0000202 / 0.490 / 0.0000453
clock: 0 / 0 / 0
sequential: 0 / 0 / 0
total: 0.0000202 / 0.490 / 0.0000453
per-stage QoR:
stage / cells / hold WS (ns) / setup slack [ns]
after floorplan: 90 / 2.869 / 2.902
after CTS: 196 / 2.840 / 1.296
after global placement: 196 / 2.840 / 1.317
after global routing: 196 / 2.840 / 1.104
after detailed placement: 196 / 2.840 / 1.327
final: 196 / 2.840 / 1.379
final timing paths:
| check | start | to |
|---|---|---|
| worst max-delay path | pc[2] | branchAdderOut[16] |
| worst min-delay path | pc[0] | branchAdderOut[0] |
worst max-delay path: cells and delay by family:
kind,cells,cell delay (ns)
buf+inv,4,1.26
simple gates,2,0.41
xor+xnor,1,0.15
compound gates,1,0.53
fa+ha+maj,2,0.54
cell type report:
type | count | area share
tap | 46 | 0.04323
inverter | 7 | 0.01974
multi-input combinational | 79 | 0.4577
timing repair buffer | 64 | 0.4793
layer usage:
layer | share of wire | up-vias | GRT usage
li1 | - | 437 | -
met1 | 0.41 | 388 | 0.08898
met2 | 0.47 | 34 | 0.1212
met3 | 0.12 | 2 | 0.02500
met4 | 0.0020 | 0 | 0.001761
met5 | 0 | - | 0
Power and IR drop assume default switching activity.
