<file path="./constraint.sdc">
current_design AluSrc

set clk_period 1.0
set clk_io_pct 0.2

create_clock -name clk0 -period $clk_period

set non_clock_inputs [all_inputs -no_clocks]
set_input_delay [expr $clk_period * $clk_io_pct] -clock clk0 $non_clock_inputs
set_output_delay [expr $clk_period * $clk_io_pct] -clock clk0 [all_outputs]
</file>
<file path="./design.v">
module AluSrc(
		input [31:0] Rt,
		input [31:0] signExtend,
		input alusrc,
		output reg [31:0] result
    );
	 always@(alusrc or Rt or signExtend)
	 begin
	 if(alusrc)
	 result<=signExtend;
	 else
	 result<=Rt;
	 end
endmodule
</file>
<file path="./run.sh">
#!/bin/bash
# OpenROAD 26Q1-2900-gdf79404cd8, Yosys 0.63+post, stock flow scripts
make -C /OpenROAD-flow-scripts/flow DESIGN_CONFIG=/design/flow/config.mk WORK_HOME=/design/flow/orfs finish
</file>
<file path="./config.mk">
export PLATFORM = sky130hd
export DESIGN_NAME = AluSrc
export DESIGN_NICKNAME = AluSrc
export VERILOG_FILES = /design/flow/design.v
export SDC_FILE = /design/flow/constraint.sdc
export NUM_CORES = 4
export LEC_CHECK = 1
export CORE_AREA = 10 10 70 70
export DIE_AREA = 0 0 80 80
</file>
==> impl_metrics.json <==
{
  "status": "finished with violations",
  "violations": "setup timing",
  "crit_fanout": 7,
  "grt_start_max_net_pins": 10,
  "placed_area_mm2": 0.00154,
  "area_leaders": "mux2_4 83%, buf_12 11%, mux2_2 4.1%",
  "power.internal_uw": 478,
  "start_kind": "input pin",
  "power_density_mw_per_mm2": 392,
  "drc": 0,
  "track_usage": 0.0822,
  "cp.required_ps": 800,
  "ctsHoldBuffers": 0,
  "peakVddDrop_v": 0.000159,
  "yosys-stat-cells": 36,
  "min_period_ps": 1190,
  "grt_overflow": 0,
  "flop_area_um2": 0,
  "pwr-share-clk": 0,
  "syn_area_um2": 544,
  "rows": 21,
  "final_util": 0.456,
  "finalHoldViolCount": 0,
  "port_buffers": 97,
  "synth_cell_types": 4,
  "grt_pass1_wl_mm": 4.28,
  "diodes": 0,
  "setup_viol": 32,
  "numSequentialCells": 0,
  "netlist_instances": 36,
  "fmax_ghz": 0.840,
  "viasPerCell": 3.81,
  "min_from": "signExtend[0]",
  "routed_wl_mm": 2.75,
  "yosys_area_um2": 544,
  "initCoreUtil": 0.159,
  "power_frac_comb": 1.000,
  "cp-startpoint": "alusrc",
  "antenna_found_initial": 0,
  "fin_ws_ps": -190,
  "die_x_um": 80,
  "first_pass_iters": 2,
  "power_leakage_uw": 0.000855,
  "switching_share": 0.218,
  "worst_slew_pin_slew_ps": 79.6,
  "crit_path_end_kind": "primary output",
  "place.gp.congestion": 0.784,
  "period_used_share": 1.19,
  "arrival_ps": 990,
  "top_area_frac": 0.828,
  "worst-setup-path-type": "input pin to primary output",
  "grt_pass1_vias": 794,
  "final_max_slew_viol_count": 0,
  "clock_buffers": 0,
  "io_pins": 97,
  "dp_hpwl_mm": 2.43,
  "via_count": 690,
  "rsz0062_at_grt": "yes",
  "tool_warnings": 34,
  "yosysTopAreaCell": "mux2_4",
  "seq_power_share": 0,
  "p_sw_uw": 133,
  "avgSynthCellArea_um2": 15.1,
  "yosys_warnings": 1,
  "synth_seq_share": 0,
  "die_area_mm2": 0.00640,
  "slew_headroom": 0.947,
  "hp-class": "input pin to primary output",
  "first_iter_violations": 2,
  "post_drt_wl_per_cell_um": 15.2,
  "area_delta_synth_final_pct": 186,
  "max_cap_viol_count": 0,
  "fin_area_mm2": 0.00156,
  "postRouteAntennaNets": 0,
  "layout-drive-gt1-share": 0.526,
  "tns_ps": -2700,
  "design.core.area_mm2": 0.00342,
  "fp.dieH_um": 80
}
==> cells in the mapped netlist (all sizes together) <==
master,count
buf,4
mux2,32
==> stage by stage <==
| stage | cells | setup WS [ps] | hold slack, ps | total power, µW |
|---|---|---|---|---|
| 2_1_floorplan | 36 | 66.9 | 498 | 206 |
| 3_3_place_gp | 177 | -493 | 1330 | 654 |
| 3_5_place_dp | 177 | -497 | 1320 | 658 |
| 4_1_cts | 181 | -195 | 798 | 593 |
| 5_1_grt | 181 | -202 | 720 | 655 |
| 6_report | 181 | -190 | 700 | 611 |
==> logic make-up after synthesis <==
group | Yosys count | share of synthesized area
mux | 32 | 0.869
buf+inv | 4 | 0.131
==> metal layers <==
layer  global-route usage  routed length, µm
met5                    0                  0
met4                    0                  0
met3               0.0364                369
met2                0.138               1290
met1                0.100               1090
==> placed cells by master (no fill, tap or decap), drive strengths merged <==
cell type	Yosys	routed
buf	4	39
clkdlybuf4s50	0	6
dlymetal6s2s	0	3
mux2	32	32
dlygate4sd2	0	55
==> worst max-delay path, stage by stage <==
cell and delay, ps:
buf_12 120, buf_12 140, buf_12 120, mux2_4 290
buf_6 110
==> area by class of cell <==
type                            instances  area (µm²)
Tap cell                               46        57.6
Multi-Input combinational cell         32         480
Fill cell                             334        1860
Timing Repair Buffer                  103        1020
==> power groups by stage <==
stage	sequential, µW	clock, µW	combinational, µW
after CTS	0	0	593
after global routing	0	0	655
final	0	0	611
==> repair_timing <==
item	in CTS	in global routing
gates cloned	2	0
buffers inserted	2	0
endpoints found under the setup margin	32	32
gates resized	171	11
==> final timing paths <==
path / to / depth (start not counted) / slack, ps
hold / removal: result[0] / 3 / 700
setup / recovery: result[7] / 5 / -190
Power is estimated from default activity; no workload was simulated.
