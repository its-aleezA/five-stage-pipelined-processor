==> flow/design.v <==
module mux1(
    input wire branch,
    input wire [31:0] pcvalue,
    input wire [31:0] branchvalue,
    output wire [31:0] muxOut
);
    assign muxOut = branch ? branchvalue : pcvalue;
endmodule
==> flow/run.sh <==
#!/bin/bash
# OpenROAD 26Q1-2900-gdf79404cd8, Yosys 0.63+post, stock flow scripts
make -C /OpenROAD-flow-scripts/flow DESIGN_CONFIG=/design/flow/config.mk WORK_HOME=/design/flow/orfs finish
==> flow/config.mk <==
export PLATFORM = sky130hd
export DESIGN_NAME = mux1
export DESIGN_NICKNAME = mux1
export VERILOG_FILES = /design/flow/design.v
export SDC_FILE = /design/flow/constraint.sdc
export NUM_CORES = 4
export LEC_CHECK = 1
export CORE_AREA = 10 10 70 70
export DIE_AREA = 0 0 80 80
==> flow/constraint.sdc <==
current_design mux1

set clk_period 1.0
set clk_io_pct 0.2

create_clock -name clk0 -period $clk_period

set non_clock_inputs [all_inputs -no_clocks]
set_input_delay [expr $clk_period * $clk_io_pct] -clock clk0 $non_clock_inputs
set_output_delay [expr $clk_period * $clk_io_pct] -clock clk0 [all_outputs]
==> results.txt <==
Main metrics from the flow reports.

The run finished, with violations left. The final reports fail on negative setup slack. The maximum number of pins on one net before global-route repair came out at 10. The chip occupies 6400 sq um.

Counting stages on the worst path, the most repeated cell is sky130_fd_sc_hd__buf_12. The via count of the first global-routing pass came out at 756. The tool flagged a number of max-cap violations equal to 0.

The transition time recorded at the tightest slew-check pin is 80.1 ps. The setup total negative slack came out at -3310 ps. For the finished layout, the period the worst path requires is 1180 ps. The synth_stat.txt file lists the number of cells as 36.

The number of placement rows came out at 21. By instance count after routing, the leading logic cell type is sky130_fd_sc_hd__dlygate4sd2_1. The number of detailed-route iterations in the first pass came out at 3. The region available for standard cell placement spans 3420 sq um. The area taken by flip-flops and latches is 0 sq um.

The cell count of the worst hold path is 3. The post-synthesis cell area came out at 544 sq um. The area growth from synthesis to layout is 196%. The final hold violation count recorded for this run is 0. According to the hold report, the worst path is of the input pin to output pin type. The detail-routed via count per cell came out at 3.81. The worst setup path is launched from an input pin. Buffers placed on the I/O ports in this run total 97.

The synthesis report lists the Yosys warning total as 0. The overall routed net length came out at 2.75 mm. The sequential element share of the synthesized area is 0%.

The post-CTS hold buffer count recorded in the log is 0. Setup repair after global routing could not meet its margin everywhere. The type of the setup path with the least slack is input pin to output pin. The share of the clock period used by the worst path after layout came out at 118%.

The overall track demand over capacity in global routing is 7.97%. The total power after layout is 633 uW. Yosys attributes the largest share of cell area to sky130_fd_sc_hd__mux2_4, sky130_fd_sc_hd__buf_12, sky130_fd_sc_hd__mux2_2, sky130_fd_sc_hd__buf_6. The cell sequence reported for the critical path is buf_12, buf_12, buf_12, mux2_4, buf_6. The count of inserted antenna diode cells came out at 0. The global-route wire length before repair is 4.20 mm. The antenna violation net count after detailed routing came out at 0.

The number of placed cells counting well taps is 177. The total global routing overflow is 0. The final-layout clock buffer total is 0.

The leakage power came out at 0.899 nW. The element type at the critical path end is an output pin. The largest individual stage delay along the critical path comes from the cell sky130_fd_sc_hd__mux2_4. The layout cell share with drive strength beyond 1 came out at 53.3%.

For reference, the critical path is launched at branch. The worst-case setup slack after placement came out at -498 ps. The weighted congestion reported at the end of routability-driven placement is 0.788. The power density over the cells is 393 nW/um^2. The post-synthesis average cell area came out at 15.1 sq um.

The met3 global-route usage is 3.86%. The floorplan core density is 15.9%. Ranking logic cells in the layout by count gives the top entries sky130_fd_sc_hd__dlygate4sd2_1, sky130_fd_sc_hd__mux2_4, sky130_fd_sc_hd__buf_6, sky130_fd_sc_hd__buf_2, sky130_fd_sc_hd__clkdlybuf4s50_1. In the post-route analysis, the smallest setup slack over all paths is -181 ps.

The critical path required time is 800 ps. The OpenROAD warning count came out at 34. The final count of pins violating max slew is 0.

After global routing, the most crowded layer is met2. The count of flip-flops and latches is 0. The analysis reports a worst IR drop on VDD of 0.175 mV.

The arrival time of data at the worst endpoint is listed as 980 ps. The synthesized netlist has a Yosys-reported chip area of 544 sq um. Per the detail_route report, routed wire per instance is 15.0 um. Once layout is complete, the cells apart from fillers number 183.

The beginning of the worst hold path is pcvalue[20]. The highest cell delay on the worst timing path is 290 ps. Synthesis produced 36 cells. The highest clock frequency the design can meet came out at 847 MHz. The unique cell type count in the Yosys netlist is 4. The number of antenna violations at the first check in global routing is 0. The worst max-slew margin expressed relative to the limit is 94.7%. Per the timing report, the biggest fanout along the worst path comes to 5. The die span in x came out at 80 um.

The met2 demand-to-capacity share in global routing is 13.8%. On met1, the global router reports a usage of 9.16%. The largest total area in the synthesized netlist belongs to sky130_fd_sc_hd__mux2_4. The DRC violations left is 0.

The number of DRC violations after detailed-routing iteration 0 came out at 3. The proportion of netlist area held by the largest area contributor is 82.8%. The setup-violating endpoint count in the final report came out at 32. The height of the die is 80 um. The via count of the routed design is 698.

Looking at the hold checks, the worst path lands on muxOut[20]. The floorplan report gives the top-level pin count as 97.
==> critical path: cells and delay by family <==
family | cells | cell delay, ps
buffers and inverters | 4 | 480
multiplexers | 1 | 290
==> per-layer routing <==
metal | wire, um | share of wire (%) | vias to the layer above
met3 | 336 | 12 | 0
met5 | 0 | 0 | -
met1 | 1070 | 39 | 307
met2 | 1340 | 49 | 51
met4 | 0 | 0 | 0
li1 | - | - | 340
==> where the power goes <==
part | switching, mW | leakage [nW] | internal (mW)
registers | 0 | 0 | 0
clock network | 0 | 0 | 0
logic | 0.134 | 0.899 | 0.499
total | 0.134 | 0.899 | 0.499
==> repair_timing <==
| action | in CTS | in global routing |
|---|---|---|
| gates resized | 158 | 16 |
| pin swaps | 0 | 0 |
| setup endpoints to repair | 32 | 32 |
| setup buffers | 4 | 0 |
| cloned | 2 | 0 |
==> area by class of cell <==
class,instances,area (sq um)
Timing Repair Buffer,105,1070
Tap cell,46,57.6
Multi-Input combinational cell,32,480
Fill cell,324,1800
==> per-stage QoR <==
stage                     utilization (%)  instance area, sq um  hold slack, ps
final                                47.2                  1610             696
after global routing                 47.2                  1610             712
after CTS                            45.2                  1540             799
after detailed placement             45.0                  1540            1340
after global placement               45.0                  1540            1340
after floorplan                         -                   544             498
==> logic make-up after synthesis <==
logic type,share of synthesized area (%)
buf+inv,13.1
mux,86.9
==> worst max-delay path by stage <==
stage     depth (start not counted)        end
4_1_cts                           5  muxOut[8]
5_1_grt                           5  muxOut[8]
6_report                          5  muxOut[7]
==> Yosys cell counts <==
master                   count
sky130_fd_sc_hd__mux2_4     30
sky130_fd_sc_hd__buf_12      3
sky130_fd_sc_hd__mux2_2      2
sky130_fd_sc_hd__buf_6       1
Power is estimated from default activity; no workload was simulated.
